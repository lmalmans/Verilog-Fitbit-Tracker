==> flow/design.v <==
`timescale 1ns / 1ps
module Rotator(
    input clk100Mhz,          
    input rst,  
    input [15:0] step_count,   
    input [15:0] distance,     
    input [3:0] mode,          
    output reg [15:0] display_value, 
    output reg dp              
);
    parameter STATE_STEPS = 2'b00;
    parameter STATE_DIST = 2'b01;
    parameter STATE_MODE = 2'b10;
    reg [27:0] counter;    
    reg [1:0] display_mode;   
    always @(*)
     begin
        case (display_mode)
            STATE_STEPS:
             begin
                display_value = step_count;  
                dp = 0;              
            end
            STATE_DIST:
             begin
                   display_value = distance;
                dp = 1;              
            end
            STATE_MODE: 
            begin
                   display_value = {12'b0, mode};  
                dp = 0;              
            end
            default: 
            begin
                   display_value = 16'b0;
                dp = 0;
            end
        endcase
    end
    always @(posedge clk100Mhz)
     begin
        if (rst)
         begin
            counter <= 0;
            display_mode <= STATE_STEPS;
        end 
        else 
        begin
            if (counter == 200000000 - 1) 
            begin
               counter <= 0;
                case (display_mode)
                    STATE_STEPS: display_mode <= STATE_DIST;
                    STATE_DIST: display_mode <= STATE_MODE;
                    default: display_mode <= STATE_STEPS;
                endcase
            end 
            else
             begin
                counter <= counter + 1;
            end
        end
    end
endmodule
module bin2bcd_fsm(clk100Mhz, rst, start, bin, bcd);
    input clk100Mhz, rst, start;
    input [13:0] bin;
    output reg [15:0] bcd;
    reg [13:0] r_bin;  
    reg [15:0] w_bcd;  
    reg [3:0] counter;
    reg [1:0] state;
    localparam START_case = 0, SHIFT = 1, CHECK_ADD = 2, FINISH = 3;
    always @(posedge clk100Mhz)
    begin
        if(rst)
        begin
            counter <= 0;
            state <= START_case;
            bcd <= 0;
            w_bcd <= 0;
			r_bin<=0;
        end
        else
        begin
            case(state)
                START_case:
                begin
                    counter <= 0;
                    if(start)
                    begin
                        state <= SHIFT;
                        w_bcd <= 0;
                        r_bin <= bin;
                    end
                    else
                        state <= START_case;
                end
                SHIFT:
                begin
                    w_bcd <= w_bcd << 1;
                    w_bcd[0] <= r_bin[13];
                    r_bin <= r_bin << 1;
                    counter <= counter + 1;
                    state <= CHECK_ADD;
                end
                CHECK_ADD:
                begin
                    if(w_bcd[3:0] >= 5)
                        w_bcd[3:0] <= w_bcd[3:0] + 3;
                    if(w_bcd[7:4] >= 5)
                        w_bcd[7:4] <= w_bcd[7:4] + 3;
                    if(w_bcd[11:8] >= 5)
                        w_bcd[11:8] <= w_bcd[11:8] + 3;
                    if(w_bcd[15:12] >= 5)
                        w_bcd[15:12] <= w_bcd[15:12] + 3;
                    if(counter < (13))  
                        state <= SHIFT;
                    else
                        state <= FINISH;
                end
                FINISH:
                begin
                    bcd <= {w_bcd[14:0], r_bin[13]};
                    state <= START_case;
                end
            endcase
        end
    end
endmodule
module debouncer (clk100Mhz, rst, i_sig, o_sig_debounced);
   input clk100Mhz;          
   input rst;      
   input  i_sig;
   output o_sig_debounced;
    reg                isig_rg, isig_sync_rg              ;         
    reg                sig_rg, sig_d_rg, sig_debounced_rg ;         
    reg [3 : 0] counter_rg  ;         
    always @(posedge clk100Mhz)
    begin
       if (rst)
       begin
          sig_rg           <= 0 ;
          sig_d_rg         <= 0 ;
          sig_debounced_rg <= 0 ;
          counter_rg       <=  1;
       end
       else
       begin
          sig_rg   <= isig_sync_rg  ;
          sig_d_rg <= sig_rg        ;
          counter_rg <= (sig_d_rg == sig_rg) ? counter_rg + 1 : 1 ;
          if (counter_rg [3])
          begin
             sig_debounced_rg <= sig_d_rg ;
          end
       end
    end
    always @(posedge clk100Mhz) begin
       if (rst)
       begin
          isig_rg      <= 0 ;
          isig_sync_rg <= 0 ;
       end
       else
       begin
          isig_rg      <= i_sig   ;         
          isig_sync_rg <= isig_rg ;         
       end
    end
    assign o_sig_debounced = sig_debounced_rg ;
endmodule
`timescale 1ns / 1ps
`timescale 1ns / 1ps
module fitbitTracker(
input pulseSignal,
input clk100Mhz,
input rst,
output reg [15:0] step,
output reg [15:0] stepdisplay,
output [15:0] distancedisplay,
output reg OFLOW
    );
    always@(posedge clk100Mhz)
        begin
        if(rst) begin
            stepdisplay  <= 0 ;
            stepdisplay <= 0 ;
            OFLOW <= 0 ;
            step<=0;
        end
        else if (pulseSignal) 
        begin
         step <=  step  + 1;
           if(step < 9999)
           begin
            stepdisplay  <=  step;
             end
             else begin
             stepdisplay <= 9999;
             OFLOW  = 1;
         end
       end
    end
  assign distancedisplay = step >> 11;
    endmodule
`timescale 1ns / 1ps
module pulse_generator(
    input [1:0] MODE,
    input START,
    input rst,
    input STOP,
    input clk100Mhz,
    output reg pulse
);
    reg [27:0] count;
    reg generating_checkpoint;
    always@(posedge clk100Mhz) 
    begin
        if(rst) begin
            generating_checkpoint <= 0;
            count <= 0;
            pulse <= 0;
        end
        else 
        begin
            pulse <= 0;
            if(STOP)
                generating_checkpoint <= 0;
            else if(START)
                generating_checkpoint <= 1;
            if(generating_checkpoint) 
            begin
                count <= count + 1;
                case(MODE)
                    2'b00: begin  
                        if(count >= 3125000) begin
                            count <= 0;
                            pulse <= 1;
                        end
                    end
                    2'b01: begin 
                        if(count >= 1562500) begin
                            count <= 0;
                            pulse <= 1;
                        end
                    end
                    2'b10: 
                    begin 
                        if(count >= 781250) begin
                            count <= 0;
                            pulse <= 1;
                        end
                    end
                    2'b11: 
                    begin  
                        count <= 0;
                        pulse <= 0;
                    end
                endcase
            end
            else 
            begin
                count <= 0;
            end
        end
    end
endmodule
`timescale 1ns / 1ps
module segment_driver(
    input wire clk100Mhz,           
    input wire rst,               
    input wire [15:0] display_value,    
    input wire display_dp,          
    output reg [7:1] cathodes,      
    output reg [3:0] anodes         
);
    always @(*) begin
        case (digit_to_show)
            4'h0: segment_pattern[6:0] = 7'b1000000;   
            4'h1: segment_pattern[6:0] = 7'b1111001;   
            4'h2: segment_pattern[6:0] = 7'b0100100;   
            4'h3: segment_pattern[6:0] = 7'b0110000;   
            4'h4: segment_pattern[6:0] = 7'b0011001;   
            4'h5: segment_pattern[6:0] = 7'b0010010;   
            4'h6: segment_pattern[6:0] = 7'b0000010;   
            4'h7: segment_pattern[6:0] = 7'b1111000;   
            4'h8: segment_pattern[6:0] = 7'b0000000;   
            4'h9: segment_pattern[6:0] = 7'b0010000;   
            default: segment_pattern[6:0] = 7'b1111111;
        endcase
        segment_pattern[7] = decimal_status;   
        cathodes = segment_pattern;   
    end
    reg [7:0] segment_pattern;  
    reg [16:0] refresh_counter;  
    reg [3:0] digit_to_show;   
    reg decimal_status;   
    wire [1:0] digit_select;
    assign digit_select = refresh_counter[15:14];
    always @(posedge clk100Mhz) begin
        if (rst)
            refresh_counter <= 0;
        else
            refresh_counter <= refresh_counter + 1;
    end
    always @(*) begin
        case (digit_select)
            2'b00: begin   
                anodes = 4'b1110;
                digit_to_show = display_value[3:0];
                decimal_status = 1;   
            end
            2'b01: begin   
                anodes = 4'b1101;
                digit_to_show = display_value[7:4];
                decimal_status = !display_dp;   
            end
            2'b10: begin   
                anodes = 4'b1011;
                digit_to_show = display_value[11:8];
                decimal_status = 1;   
            end
            2'b11: begin   
                anodes = 4'b0111;
                digit_to_show = display_value[15:12];
                decimal_status = 1;   
            end
            default: begin
                anodes = 4'b1111;
                digit_to_show = 4'b0000;
                decimal_status = 1;   
            end
        endcase
    end
endmodule
`timescale 1ns / 1ps
module top(
    input clk100Mhz,
    input [1:0] mode,
    input START,
    input STOP,
    input rst,
    output [7:1] cathode,
    output [3:0] anode,
    output overflow
);
wire start_db, stop_db, rst_db;
wire pulse;
wire [15:0] step, stepdisplay, distancedisplay;
wire [15:0] bcd_step, bcd_distance;
wire [15:0] display_value;
wire dp;
debouncer db_start (.clk100Mhz(clk100Mhz), .rst(rst), .i_sig(START), .o_sig_debounced(start_db));
debouncer db_stop  (.clk100Mhz(clk100Mhz), .rst(rst), .i_sig(STOP),  .o_sig_debounced(stop_db));
debouncer db_rst   (.clk100Mhz(clk100Mhz), .rst(rst), .i_sig(rst),   .o_sig_debounced(rst_db));
pulse_generator pg (
    .MODE(mode),
    .START(start_db),
    .rst(rst_db),
    .STOP(stop_db),
    .clk100Mhz(clk100Mhz),
    .pulse(pulse)
);
fitbitTracker tracker (
    .pulseSignal(pulse),
    .clk100Mhz(clk100Mhz),
    .rst(rst_db),
    .step(step),
    .stepdisplay(stepdisplay),
    .distancedisplay(distancedisplay),
    .OFLOW(overflow)
);
bin2bcd_fsm bin2bcd_step (
    .clk100Mhz(clk100Mhz),
    .rst(rst_db),
    .start(1'b1),  
    .bin(stepdisplay[13:0]),
    .bcd(bcd_step)
);
bin2bcd_fsm bin2bcd_dist (
    .clk100Mhz(clk100Mhz),
    .rst(rst_db),
    .start(1'b1),
    .bin(distancedisplay[13:0]),
    .bcd(bcd_distance)
);
Rotator rotator (
    .clk100Mhz(clk100Mhz),
    .rst(rst_db),
    .step_count(bcd_step),
    .distance(bcd_distance),
    .mode({2'b00, mode}),  
    .display_value(display_value),
    .dp(dp)
);
segment_driver seg_driver (
    .clk100Mhz(clk100Mhz),
    .rst(rst_db),
    .display_value(display_value),
    .display_dp(dp),
    .cathodes(cathode),
    .anodes(anode)
);
endmodule
==> flow/run.sh <==
#!/bin/bash
# OpenROAD 26Q1-2900-gdf79404cd8, Yosys 0.63+post, stock flow scripts
make -C /OpenROAD-flow-scripts/flow DESIGN_CONFIG=/design/flow/config.mk WORK_HOME=/design/flow/orfs finish
==> flow/config.mk <==
export PLATFORM = sky130hd
export DESIGN_NAME = top
export DESIGN_NICKNAME = top
export VERILOG_FILES = /design/flow/design.v
export SDC_FILE = /design/flow/constraint.sdc
export NUM_CORES = 4
export LEC_CHECK = 1
export CORE_UTILIZATION = 50
==> flow/constraint.sdc <==
current_design top

set clk_period 3.6
set clk_io_pct 0.2

create_clock -name clk0 -period $clk_period [get_ports {clk100Mhz}]

set non_clock_inputs [all_inputs -no_clocks]
set_input_delay [expr $clk_period * $clk_io_pct] -clock clk0 $non_clock_inputs
set_output_delay [expr $clk_period * $clk_io_pct] -clock clk0 [all_outputs]
==> flow_summary.ini <==
; yosys + openroad results
[status]
status = finished clean

[final_timing]
drv_slew = 0
hold_viol_final = 0
fmax_mhz = 284
setup_viol = 0
fin_ws_ns = 0.0787
fin_crit_ns = 3.52
worst_clock_skew_ns = 0.0138
relSlewSlack = 0.493
fin_crit_sh = 0.978
grt_setup_unrepaired = yes
holdWs_ns = 0.402
worst_pin_slew_ns = 0.754
fin_tns_setup_ns = 0

[yosys]
synth.cell_area_sq_um = 10300
synth_cell_types = 68
ys_warn_count = 6
synth-async-reset-ratio = 0
synth_flop_count = 233
yosysChipArea_sq_um = 10300
ff_type = edfxtp_1
ys_cells = 895
postSynthAreaPerCell_sq_um = 11.5
postSynthSeqShare = 0.584
edf_count = 133
syn_inst = 895

[route]
drt_iter0_markers = 363
wl_per_cell_um = 14.2
wirelength_um = 17300
diodes = 0
vias = 6489
via_per_inst = 5.31
ant_nets = 0
drt-pass1-iter-count = 4
drc = 0

[floorplanning]
fp.dieH_um = 145
initCoreUtil = 0.509
fp-row-count = 52
coreArea_sq_um = 20200
die_area_sq_um = 21100
io_pins = 18
fp.dieW_um = 145

[grt]
antenna_found_initial = 0
grt-busiest-layer = met1
gr-total-overflow = 0
grt_pass1_vias = 6315
track_usage = 0.180
gr-usage-met1 = 0.297
grt_max_degree = 36
grt_pass1_wl_um = 29700
use_met3 = 0.0411
met2_usage = 0.266

[worst_setup_path]
cp_max_fo = 16
max_stage_delay_ns = 0.55
critical_path_required_ns = 2.88
cp_slowest_cell = mux4_2
crit_chain = buf_12, a22o_1, mux4_2, mux2_2, a22oi_2, clkdlybuf4s50_1
startpoint_type = register
crit_type = reg -> out
worstPathArrival_ns = 2.80
endpoint_kind = output port

[layout]
design_area_sq_um = 11700
lay_top_cells = 133 x edfxtp_1, 98 x dfxtp_1, 64 x nand2_1
area_delta_synth_final_pct = 13.6
nFillCells = 1594
post-route-util = 0.578
mostFrequentLayoutCell = edfxtp_1
drive_above_1_share = 0.118
final-instance-count-excl-fill = 1221

[placement]
post-place-cells = 1165
dp_hpwl_um = 11000
routabilityCongestion = 0.856
placed_area_sq_um = 10700
io_buffers = 16
pre_cts_ws_ns = -0.158

[clocking]
clk_pin_slew_worst_paths_ns = 0.06
cts_inserted_buffers = 25
cts_sinks = 233
cts_tree = built
clk_path_buf_depth = 3
htreeDepth = 1
clock_latency_ns = 0.51
postCtsHoldBufs = 0
cts_root_buf = clkbuf_16

[power_and_ir_drop]
powerDensity_nw_per_um2 = 471
power_mw = 5.49
ir_drop_mv = 0.322
static-leakage-power_nw = 4.24

[job]
drv_cap = 0
tool_warnings = 43

[min_path]
hold_path.class = reg -> reg
==> synth_stat cells (16+ instances only) <==
cell type	n	area, sq um
nor2b_1	16	100
a21oi_1	30	150
xor2_1	37	324
edfxtp_1	133	3990
nand4_1	17	106
dfxtp_1	100	2000
nand2_1	64	240
inv_1	56	210
nand3_1	44	220
ha_1	33	413
mux2_2	18	203
clkbuf_1	17	63.8
and2_1	20	125
nor2_1	47	176
o21ai_0	53	265
xnor2_1	59	517
==> timing repair <==
| action | in CTS | in global routing |
|---|---|---|
| pin swaps | 1 | 3 |
| gates resized | 4 | 19 |
| setup buffers | 4 | 5 |
| setup endpoints to repair | 6 | 7 |
| cloned | 0 | 1 |
==> cell type report <==
class,instances,area (sq um),share of cell area
multi-input cells,582,3980,0.341
clock inverters,16,130,0.0112
well taps,270,338,0.0290
repair buffers,34,319,0.0274
clock buffers,30,684,0.0587
flip-flops and latches,233,6000,0.515
inverters,56,210,0.0180
==> where the power goes <==
group	total [mW]	leakage [nW]	internal [mW]	switching, mW
Combinational	0.109	1.75	0.0531	0.0559
Sequential	2.89	2.08	2.86	0.0362
Clock	2.49	0.408	1.49	0.997
==> path summary, 6_finish.rpt <==
| kind | startpoint | end | slack, ns | depth (start not counted) |
|---|---|---|---|---|
| hold / removal | db_start.counter_rg[0]$_SDFF_PP1_ | db_start.counter_rg[0]$_SDFF_PP1_ | 0.40 | 1 |
| setup / recovery | register | cathode[5] | 0.08 | 6 |
| setup reg to reg | tracker.step[7]$_DFFE_PP_ | tracker.stepdisplay[1]$_SDFFCE_PP1P_ | 1.17 | 5 |
| hold reg to reg | db_start.counter_rg[0]$_SDFF_PP1_ | db_start.counter_rg[0]$_SDFF_PP1_ | 0.40 | 1 |
==> cells by family after synthesis <==
kind of cell	share of synthesized area
fa+ha+maj	0.0402
simple gates	0.149
buf+inv	0.0384
other cells	0.000732
flops	0.584
mux	0.0239
compound gates	0.0815
xor+xnor	0.0820
==> critical path: cells and delay by family, from the launching register on <==
kind,cells,cell delay (ns)
DFF,1,0.41
AOI/OAI and AO/OA,2,0.36
buffers and inverters,2,0.66
muxes,2,0.86
==> state kept, by name (all words and copies together), names as in the netlist, 14 cells and up, named ones only <==
| signal | count |
|---|---|
| bin2bcd_dist.bcd | 16 |
| pg.count | 28 |
| bin2bcd_step.w_bcd | 16 |
| tracker.stepdisplay | 14 |
| bin2bcd_step.bcd | 16 |
| bin2bcd_step.r_bin | 14 |
| bin2bcd_dist.r_bin | 14 |
| rotator.counter | 28 |
| tracker.step | 16 |
| bin2bcd_dist.w_bcd | 16 |
| seg_driver.refresh_counter | 16 |
==> per-layer routing <==
| metal | share of wire | vias to the layer above |
|---|---|---|
| li1 | - | 3235 |
| met1 | 0.47 | 3090 |
| met2 | 0.46 | 136 |
| met3 | 0.049 | 28 |
| met4 | 0.021 | 0 |
| met5 | 0 | - |
Power is estimated from default activity; no workload was simulated.
